`/design/flow/config.mk`:
```
export PLATFORM = sky130hd
export DESIGN_NAME = Float_Mult
export DESIGN_NICKNAME = Float_Mult
export VERILOG_FILES = /design/flow/design.v
export SDC_FILE = /design/flow/constraint.sdc
export NUM_CORES = 4
export LEC_CHECK = 1
export CORE_UTILIZATION = 40
```
`/design/flow/constraint.sdc`:
```
current_design Float_Mult

set clk_period 3.2
set clk_io_pct 0.2

create_clock -name clk0 -period $clk_period [get_ports {clk}]

set non_clock_inputs [all_inputs -no_clocks]
set_input_delay [expr $clk_period * $clk_io_pct] -clock clk0 $non_clock_inputs
set_output_delay [expr $clk_period * $clk_io_pct] -clock clk0 [all_outputs]
```
`/design/flow/design.v`:
```
module Float_Mult(
    input logic clk,
    input logic rst,
    input logic start,
    input logic [15:0] A,
    input logic [15:0] B,
    output logic [15:0] product,
    output logic valid,
    output logic underflag,overflag
);
    logic [4:0] A_exp, B_exp, product_exp;
    logic [10:0] A_mant, B_mant;
    logic A_sign, B_sign, product_sign;
    logic [21:0] product_mant;  
    logic [5:0] exp_sum;
    logic [10:0] norm_mant;
    logic [4:0] norm_exp;
    logic norm_mant_bit;
    logic [1:0] state ;
	initial begin
	state =2'b00;
	overflag =1;
	underflag=1;
	end
	   assign A_sign = A[15];
           assign B_sign = B[15];
	   assign A_exp = A[14:10];
           assign B_exp = B[14:10];
	   assign A_mant = {1'b1, A[9:0]}; 
           assign B_mant = {1'b1, B[9:0]};
    always_ff @(posedge clk or negedge rst) begin
        if (!rst) begin
            valid <= 0;
            product <= 16'b0;
            state <=2'b00;
        end else if (start) begin
            case(state)
	2'b00:
		begin
            product_sign = A_sign ^ B_sign;
            exp_sum = A_exp + B_exp - 4'd15;  
            product_mant = A_mant * B_mant;
	    norm_mant_bit = product_mant[21];
	    state<= 2'b01;
		end		
	2'b01:
		begin
            norm_exp = norm_mant_bit ? exp_sum + 1 : exp_sum;            
            norm_mant = norm_mant_bit ? product_mant[21:11] : product_mant[20:10];
           	state<= 2'b10;
		end
        2'b10:
		begin
            if (norm_exp >= 31) begin  
                product_exp = 5'b11111; 
                norm_mant = 11'b0;
		overflag <=1;
            end else if (norm_exp <= 0) begin 
                product_exp = 5'b0; 
                norm_mant = 11'b0;
		underflag<=1;
            end else begin
                product_exp = norm_exp[4:0];
            end
		state<= 2'b11;
		end
       2'b11:
		begin
            product = {product_sign, product_exp, norm_mant[9:0]};
            valid <= 1;
        	end
		endcase
    end
end
endmodule
```
`/design/flow/run.sh`:
```
#!/bin/bash
# OpenROAD 26Q1-2900-gdf79404cd8, Yosys 0.63+post, stock flow scripts
make -C /OpenROAD-flow-scripts/flow DESIGN_CONFIG=/design/flow/config.mk WORK_HOME=/design/flow/orfs finish
```
==> metrics.yaml <==
outcome:
  status: "finished, violations left"
  failed_checks: "negative setup slack"
flow_run:
  warning_count: 33
  drv_cap: 0
timing:
  hold_viol: 0
  slew_headroom_pct: 51.9
  setup_ws_ns: -1.52
  rsz0062_at_grt: "true"
  finalCriticalPeriod_ns: 4.72
  tns_ns: -17.19
  slew_violations: 0
  finClkSkew_ns: 0.00510
  worstMarginPinSlew_ns: 0.722
  setup_viol: 12
  max_freq_ghz: 0.212
  fin_crit_sh_pct: 148
setup_path:
  worstPathMaxFanout: 4
  cp-start-kind: "input port"
  r2r_start: "norm_exp[0]"
  crit_start: "B[4]"
  r2r_slack_ns: 1.49
  cp-end-kind: "flip-flop"
  r2r_end: "norm_mant[4]"
  ff2ff_path_depth: 5
  crit_type: "input port to flip-flop"
  cp_data_arrival_time_ns: 4.78
  required_ns: 3.25
  cp-endpoint: "product_mant[20]"
yosys:
  edf_count: 38
  yosys_cells: 636
  yosysWarnings: 1
  flop_cell: "edfxtp_1"
  syn_avg_cell_area_um2: 10.1
  ys_area_um2: 6400
  syn_inst: 636
  synth_flops: 57
  ys_seq_share_pct: 25.3
  synth_cell_types: 45
  mappedNetlistArea_um2: 6400
  async_reset_ff_share_pct: 33.3
die:
  die_w_um: 128
  die_y_um: 128
  die_area_um2: 16500
  core_area_um2: 15400
  initial_core_util_pct: 41.5
  ioPinCount: 54
  rows: 45
global_route:
  grt_use_met1_pct: 25.1
  grt_pass1_wl_um: 22000
  use_met3_pct: 2.92
  grt_util_met2_pct: 29.5
  grt_pass1_vias: 4856
  top_usage_layer: "met2"
  grt_max_degree: 19
  track_usage_pct: 17.3
  overflow: 0
  antenna_found_initial: 0
routing:
  num_vias: 4630
  n_antenna_cell: 0
  detail-route-antenna-nets: 0
  drt-initial-drc-count: 114
  via_per_inst: 4.62
  drtPass1Iterations: 6
  wl_per_cell_um: 12.5
  drc: 0
  drt-total-wl_um: 12500
power:
  p_int_mw: 5.55
  combPwrFrac_pct: 75.5
  ir_drop_v: 0.000679
  netSwitchingPower_mw: 3.74
  p_seq_share_pct: 14.1
  leakagePower_nw: 4.12
  swShare_pct: 40.3
  power.density_nw_per_um2: 1070
  clock_power_share_pct: 10.4
placement:
  port_buffers: 51
  place_congestion: 0.903
  hpwl_um: 10200
  dpl_cell_area_um2: 7880
cells_and_area:
  nFillCells: 1301
  area_growth_pct: 36.1
  lay_top_count: "inv_1"
  drive_gt1_share_pct: 33.4
  final_util_pct: 56.4
  final_area_um2: 8700
  lay_top_cells: "113 x inv_1, 108 x buf_4, 71 x fa_1"
clock_network:
  path_clk_slew_ns: 0.05
  cts.sink_count: 57
  htreeDepth: 3
  cts_tree: "yes"
  clock.latency.late_pin_ns: 0.32
  clockBufferDepth: 2
  cts_buffers: 9
  holdBufCountCts: 0
  cts-root-buf: "clkbuf_16"
min_path:
  worstHoldStart: "norm_exp[0]"
  worstHoldPathType: "flip-flop to flip-flop"
cell type report:
| type | instances | area, µm² | area share (%) |
|---|---|---|---|
| tap | 211 | 264 | 3.03 |
| inverter | 125 | 469 | 5.39 |
| clock inverter | 4 | 48.8 | 0.561 |
| multi-input combinational | 420 | 4600 | 52.9 |
| timing repair buffer | 173 | 1440 | 16.5 |
| clock buffer | 12 | 267 | 3.06 |
| sequential | 57 | 1620 | 18.6 |
power by group through the flow:
stage | combinational [mW] | sequential [mW] | clock, mW
6_report | 7.02 | 1.31 | 0.962
5_1_grt | 7.88 | 1.34 | 1.01
4_1_cts | 6.51 | 1.32 | 0.976
worst max-delay path, stage by stage:
cell and delay, ns:
buf_8 0.07, buf_6 0.10, buf_6 0.12, nand2_2 0.05, fa_1 0.47, inv_1 0.05
fa_1 0.53, fa_1 0.45, fa_1 0.55, inv_1 0.05, fa_1 0.49, inv_2 0.05
ha_4 0.28, buf_6 0.10, nand4_1 0.15, buf_4 0.20, o41ai_4 0.32, xor2_1 0.12
repair_timing:
action                                  4_1_cts  5_1_grt
endpoints found under the setup margin       12       12
gates resized                               129       53
setup buffers                                19        9
gates cloned                                  1        0
pin swaps                                    44       37
cell families (layout without fill, tap and decap cells):
group,count (synthesis),in the layout,share of synthesized area (%)
simple gates,161,161,12.4
buf+inv,160,314,10.0
fa+ha+maj,149,149,38.5
compound gates,61,61,6.12
flops,57,57,25.3
mux,28,28,4.73
xor+xnor,19,19,2.84
other cells,1,2,0.0586
state kept, by name (all words and copies together) (netlist names):
signal         cells
norm_mant         10
product           16
state              2
product_exp        5
exp_sum            5
norm_mant_bit      1
norm_exp           5
product_mant      11
product_sign       1
valid              1
routing by layer:
layer | up-vias | wire [µm] | part of all wire [%]
met5 | - | 0 | 0
met4 | 0 | 182 | 1.5
met3 | 18 | 472 | 3.8
met2 | 87 | 5980 | 48
met1 | 2194 | 5840 | 47
li1 | 2331 | - | -
cell usage after synthesis (5+ instances only):
cell type	count	area share (%)
nand3_1	8	0.63
fa_1	80	25
a21oi_1	21	1.6
xor2_1	11	1.5
and3_1	5	0.49
mux2_2	18	3.2
mux2i_1	10	1.6
nand4_1	8	0.78
ha_1	69	13
clkbuf_1	25	1.5
and2_1	33	3.2
o21ai_0	14	1.1
dfrtp_1	19	7.4
nand2_1	70	4.1
and2_2	6	0.70
xnor2_1	7	0.96
inv_1	125	7.3
nor2_1	23	1.3
edfxtp_1	38	18
worst min-delay path by stage:
stage,endpoint,slack (ns),depth (start not counted)
4_1_cts,product_exp[0],0.46,0
5_1_grt,product_exp[0],0.48,0
6_report,product_exp[0],0.46,0
metrics by stage:
step | setup WS, ns | hold slack, ns | std cells | power, mW
floorplan | -1.74 | 0.344 | 637 | 5.19
global placement | -2.54 | 0.441 | 961 | 7.02
detailed placement | -2.51 | 0.446 | 961 | 7.03
CTS | -1.66 | 0.460 | 995 | 8.80
global route | -1.68 | 0.478 | 1002 | 10.2
finish | -1.52 | 0.463 | 1002 | 9.29
Power is estimated from default activity; no workload was simulated.
