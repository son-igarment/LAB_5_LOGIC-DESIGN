==> /design/flow/run.sh <==
#!/bin/bash
# OpenROAD 26Q1-2900-gdf79404cd8, Yosys 0.63+post, stock flow scripts
make -C /OpenROAD-flow-scripts/flow DESIGN_CONFIG=/design/flow/config.mk WORK_HOME=/design/flow/orfs finish
==> /design/flow/config.mk <==
export PLATFORM = sky130hd
export DESIGN_NAME = Float_Add_16bit
export DESIGN_NICKNAME = Float_Add_16bit
export VERILOG_FILES = /design/flow/design.v
export SDC_FILE = /design/flow/constraint.sdc
export NUM_CORES = 4
export LEC_CHECK = 1
export CORE_UTILIZATION = 30
==> /design/flow/constraint.sdc <==
current_design Float_Add_16bit

set clk_period 4.0
set clk_io_pct 0.2

create_clock -name clk0 -period $clk_period [get_ports {clk}]

set non_clock_inputs [all_inputs -no_clocks]
set_input_delay [expr $clk_period * $clk_io_pct] -clock clk0 $non_clock_inputs
set_output_delay [expr $clk_period * $clk_io_pct] -clock clk0 [all_outputs]
==> /design/flow/design.v <==
module Float_Add_16bit(clk, rst, start, X, Y, valid, sum);
input clk;
input rst;
input start;
input [15:0] X, Y;    
output [15:0] sum;    
output valid;
reg X_sign;
reg Y_sign;
reg sum_sign, next_sum_sign;
reg [4:0] X_exp;
reg [4:0] Y_exp;
reg [4:0] sum_exp, next_sum_exp;
reg [10:0] X_mant, Y_mant;
reg [10:0] X_mantissa, Y_mantissa;  
reg [11:0] sum_mantissa, next_sum_mantissa;  
reg [5:0] expsub, abs_diff;
reg [11:0] sum_mantissa_temp;
reg [1:0] next_state, pres_state;
reg valid, next_valid;
parameter IDLE = 2'b00;
parameter START = 2'b01;
parameter SHIFT_MANT = 2'b10;
assign sum = {sum_sign, sum_exp, sum_mantissa[9:0]};
assign add_carry = sum_mantissa[11] & !(X_sign ^ Y_sign);    
assign sub_borrow = sum_mantissa_temp[11] & (X_sign ^ Y_sign);  
always @ (posedge clk or negedge rst)
begin
    if(!rst)
    begin
        valid       <= 1'b0;
        pres_state  <= 2'd0;
        sum_exp     <= 5'd0;
        sum_mantissa <= 12'd0;
        sum_sign    <= 1'b0;
    end
    else
    begin
        valid       <= next_valid;
        pres_state  <= next_state;
        sum_exp     <= next_sum_exp;
        sum_mantissa <= next_sum_mantissa;
        sum_sign    <= next_sum_sign;
    end
end
always @ (*)
begin 
    next_valid = 1'b0;
    X_sign = X[15];
    X_exp = X[14:10];
    X_mant = {1'b1, X[9:0]};    
    Y_sign = Y[15];
    Y_exp = Y[14:10];
    Y_mant = {1'b1, Y[9:0]};
    next_sum_sign = sum_sign;       
    next_sum_exp = 5'd0;
    next_sum_mantissa = 12'd0;
    next_state = IDLE;
    sum_mantissa_temp = 12'd0;
    case(pres_state)
    IDLE:
    begin
        next_valid = 1'b0;
        X_sign = X[15];
        X_exp = X[14:10];
        X_mant = {1'b1, X[9:0]};     
        Y_sign = Y[15];
        Y_exp = Y[14:10];
        Y_mant = {1'b1, Y[9:0]};
        next_sum_sign = 1'b0;
        next_sum_exp = 5'd0;
        next_sum_mantissa = 12'd0;
        next_state = (start) ? START : pres_state;
    end
    START:
    begin
        expsub = X_exp - Y_exp;
        abs_diff = expsub[5] ? !(expsub[4:0])+1'b1 : expsub[4:0];   
        X_mantissa = expsub[5] ? X_mant >> abs_diff : X_mant;    
        Y_mantissa = expsub[5] ? Y_mant : Y_mant >> abs_diff;    
        next_sum_exp = expsub[5] ? Y_exp : X_exp;            
        sum_mantissa_temp = !(X_sign ^ Y_sign) ? X_mantissa + Y_mantissa :  
                            (X_sign) ? Y_mantissa - X_mantissa :
                            (Y_sign) ? X_mantissa - Y_mantissa : sum_mantissa;
        next_sum_mantissa = (sub_borrow) ? ~(sum_mantissa_temp)+1'b1 : sum_mantissa_temp;  
        next_sum_sign = ((X_sign & Y_sign) || sub_borrow);
        next_valid = 1'b0;    
        next_state = SHIFT_MANT;  
    end
    SHIFT_MANT:                    
    begin
        next_sum_exp = sum_mantissa[10] ? sum_exp : (add_carry) ? sum_exp + 1'b1 : sum_exp - 1'b1;
        next_sum_mantissa = sum_mantissa[10] ? sum_mantissa : (add_carry) ? sum_mantissa >> 1 : sum_mantissa << 1;
        next_valid = sum_mantissa[10] ? 1'b1 : 1'b0;
        next_state = sum_mantissa[10] ? IDLE : pres_state;
    end
    endcase
end
endmodule
==> results.txt <==
yosys + openroad results -> Worst-Margin Slew 614 ps, Req. time, crit path 4130 ps, final hold violation count 0, Place WS -2270 ps, first-pass GRT wire length 25,000 µm, slew margin rel. 58.7%, post-synth cell types 92, EDFF count, synth 0, Placement Cell Area 0.00661 mm², drt wl/cell 14.5 µm, share of cells above drive strength 1 36.6%, final setup fails 12, die height 126 µm, Final period util 135%, worst hold path class reg -> reg, Synth area leaders dfrtp_1 11%, ha_1 11%, a21oi_1 5.0%, nand2_1 4.9%, mux2i_1 4.3%, Insertion Delay late pin 250 ps, OpenROAD warnings 48, Die Area 0.0160 mm², TritonCTS Sinks 22, # rows 45, vias in the first global route 4,973, most frequent logic cell in the layout buf_4, core area 0.0151 mm², DP Wirelength 12,300 µm, pwr/cell area 441 mW/mm², design area 0.00719 mm², final worst slack -1390 ps, # diodes 0, sequential area share after synthesis 11.9%, Slew Limit Fails 0, Leak Pwr 3.29 nW, worst-path fanout max 11, # fillers 1,460, fin crit period 5390 ps, achievable frequency 186 MHz, I/O Pins 52, chip width 126 µm, Via density 5.08, largest net degree at the start of global routing 23, critical path arrival 5510 ps, Power, Total 0.00317 W, initial antenna violation count 0, ys async rst share 100%, GRT Util Overall 19.3%, synthesized cell area 0.00464 mm², Top cell area share 11.3%, area delta synth->final 55.1%, DRC viols 0, Registers, synthesis 22, # Cells Yosys 619, FP Core Util 30.6%, violations in the final reports setup timing, # H-tree levels 1, status finished with violations, Iter 0 DRT Violations 161, total negative slack -15,570 ps, gp weighted congestion 0.937, DRT Wirelength 14,800 µm, Max-Cap Viols 0, Clock Path Buffers 2, dominant register cell dfrtp_1, Vias 5,196, Post-DRT Antenna Nets 0, crit path kind in -> reg, cell type with the largest total area dfrtp_1, number of CTS-inserted buffers 3, Max VDD drop 0.198 mV, drt pass-1 iters 5, CTS tree yes, Mapped Avg Cell Area 7.49 µm², Yosys chip area 0.00464 mm², Root Buffer clkbuf_16, Port-buffer cells 51, Final Skew 1.82 ps, top logic cells by instance count in the layout 192 x buf_4, 57 x nand2_1, 43 x a21oi_1, RSZ-0062 raised after global routing yes, gr ovfl total 0, clock transition at the registers of the reported paths 60 ps, Syn. warnings 3, CP Launch Type input port, Synth Instances 619, endpoint class of the critical path flip-flop
[what timing repair did]
| item | CTS | global route |
|---|---|---|
| gates resized | 86 | 23 |
| pin swaps | 25 | 18 |
| buffers inserted | 20 | 3 |
| endpoints found under the setup margin | 13 | 13 |
| hold buffers | 0 | 0 |
[area by class of cell]
class / instances / area, µm² / area share (%)
multi-input cells: 507 / 4040 / 56.2
repair buffers: 254 / 2080 / 29.0
flip-flops and latches: 22 / 552 / 7.67
well taps: 188 / 235 / 3.27
inverters: 47 / 194 / 2.70
clock buffers: 4 / 88.8 / 1.24
[cell families after synthesis]
kind of cell / after synthesis / share of synthesized area [%]
simple gates: 190 / 20.4
fa+ha+maj: 46 / 13.2
buf+inv: 90 / 8.77
xor+xnor: 27 / 5.10
flops: 22 / 11.9
mux: 25 / 5.67
compound gates: 219 / 35.0
[synthesized netlist by cell type, types with 4 or more instances]
cell type	number
a211oi_1	5
a21o_1	11
a21oi_1	46
a221o_1	5
a22o_1	5
a31oi_1	9
a32oi_1	4
and2_1	9
and3_1	4
buf_2	8
buf_4	13
clkbuf_1	19
dfrtp_1	21
fa_1	5
ha_1	41
inv_1	46
mux2i_1	20
nand2_1	60
nand2b_1	7
nand3_1	13
nor2_1	39
nor2b_1	8
nor3_1	16
nor4_1	5
o211ai_1	12
o21a_1	10
o21ai_0	25
o21ai_1	11
o21bai_1	5
o221ai_1	4
o22ai_1	7
o31ai_1	6
or3_1	7
xnor2_1	19
xor2_1	8
[registers in the layout (all words and copies together) (netlist names)]
name          flops
valid             1
sum_exp           5
sum_mantissa     12
pres_state        3
sum_sign          1
[power breakdown]
part           total (W)  leakage [nW]  switching [W]  internal (W)
clock           0.000230        0.0442      0.0000775      0.000153
sequential      0.000368         0.295      0.0000869      0.000281
combinational    0.00257          2.95        0.00120       0.00137
[layer usage]
metal / up-vias / global-route usage (%) / wire length [µm]
met2: 102 / 32.0 / 6790
li1: 2691 / - / -
met5: - / 0 / 0
met3: 11 / 1.72 / 532
met4: 0 / 1.84 / 154
met1: 2392 / 28.4 / 7330
[final timing paths]
path | from | end | slack (ps) | cells past startpoint
min | pres_state[0] | pres_state[0] | 510 | 2
min reg2reg | pres_state[0] | pres_state[0] | 510 | 2
min in group asynchronous | rst | sum_exp[3] | 900 | 2
max in group asynchronous | rst | pres_state[0] | 2820 | 2
max reg2reg | sum_mantissa[5] | sum_mantissa[7] | 1830 | 11
max | X[13] | sum_mantissa[5] | -1390 | 23
[metrics by stage]
step                std cells  hold slack (ps)  utilization (%)
floorplan                 619              466                -
global placement          996              485             43.7
detailed placement        996              489             43.7
CTS                      1019              510             46.6
global route             1022              544             47.5
finish                   1022              507             47.5
[worst max-delay path, stage by stage]
cell	delay, ps
clkdlybuf4s15_2	210
ha_4	270
o21a_4	130
o21ai_2	50
a21o_4	230
clkinv_4	60
mux2_4	280
a221o_1	320
o221ai_2	100
mux2i_2	110
or3_1	350
a32o_2	300
ha_4	240
o21ba_4	200
or4_4	480
a31oi_4	220
o31ai_4	80
o311a_4	340
o31ai_4	240
buf_12	170
a21oi_2	40
xnor2_1	190
o21ai_1	90
Power and IR drop assume default switching activity.
