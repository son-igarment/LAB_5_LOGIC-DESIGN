==> design.v <==
module Float_Div(
    input logic clk,
    input logic rst,
    input logic start,
    input logic [15:0] A,
    input logic [15:0] B,
    output logic [15:0] quotient,
    output logic valid,
output logic underflag,overflag
);
    logic A_sign, B_sign, quotient_sign;
    logic [4:0] A_exp, B_exp, quotient_exp;
    logic [10:0] A_mant, B_mant;
    logic [11:0] quotient_mant;
    logic [5:0] exp_diff;
    logic [10:0] norm_mant;
    logic [4:0] norm_exp;
    logic norm_mant_bit;
    logic [11:0] mant_div;
    logic [1:0] state;
    initial 
	begin
		state=2'b00;
		underflag=1;
		overflag=1;
	end
    	   assign A_sign = A[15];
           assign B_sign = B[15];
	   assign A_exp = A[14:10];
           assign B_exp = B[14:10];
	   assign  A_mant = {1'b1, A[9:0]}; 
           assign  B_mant = {1'b1, B[9:0]};
    always_ff @(posedge clk or negedge rst) begin
        if (!rst) begin
            valid <= 0;
            quotient <= 16'b0;
        end else if (start) begin
            case(state)
	2'b00: begin
            quotient_sign = A_sign ^ B_sign;
            exp_diff = A_exp - B_exp + 15;  
	    state <=2'b01;
		end
	2'b01:
		begin
            mant_div = A_mant % B_mant;
            quotient_mant = mant_div;
		state<=2'b10;
		end
	2'b10:begin
            norm_mant_bit = quotient_mant[11];
            norm_mant = norm_mant_bit ? quotient_mant[11:2] : quotient_mant[10:1];
            norm_exp = norm_mant_bit ? exp_diff : exp_diff-1;
            if (norm_exp >= 31) begin
                quotient_exp = 5'b11111;  
                norm_mant = 11'b0;
		overflag =1;
            end else if (norm_exp <= 0) begin
                quotient_exp = 5'b0;  
                norm_mant = 11'b0;
		underflag=1;
            end else begin
                quotient_exp = norm_exp[4:0];
            end
		state<=2'b11;
		end
        2'b11: begin
            quotient = {quotient_sign, quotient_exp, norm_mant[9:0]};
            valid <= 1;
        	end
		endcase
        end
    end
endmodule
==> run.sh <==
#!/bin/bash
# OpenROAD 26Q1-2900-gdf79404cd8, Yosys 0.63+post, stock flow scripts
make -C /OpenROAD-flow-scripts/flow DESIGN_CONFIG=/design/flow/config.mk WORK_HOME=/design/flow/orfs finish
==> config.mk <==
export PLATFORM = sky130hd
export DESIGN_NAME = Float_Div
export DESIGN_NICKNAME = Float_Div
export VERILOG_FILES = /design/flow/design.v
export SDC_FILE = /design/flow/constraint.sdc
export NUM_CORES = 4
export LEC_CHECK = 1
export CORE_UTILIZATION = 30
==> constraint.sdc <==
current_design Float_Div

set clk_period 2.8
set clk_io_pct 0.2

create_clock -name clk0 -period $clk_period [get_ports {clk}]

set non_clock_inputs [all_inputs -no_clocks]
set_input_delay [expr $clk_period * $clk_io_pct] -clock clk0 $non_clock_inputs
set_output_delay [expr $clk_period * $clk_io_pct] -clock clk0 [all_outputs]
==> impl_metrics.tcl <==
# metrics dict for downstream scripts
set metrics [dict create \
    dpl_cell_area_sq_um 3650 \
    crit_required_ns 2.85 \
    p_per_area_nw_per_um2 459 \
    syn_inst 229 \
    clk_latency_ns 0.31 \
    clock-sinks 51 \
    topCellsByArea "edfxtp_1 (36%), dfrtp_1 (15%), ha_1 (10%)" \
    worstSetupStartpointType "input port" \
    flop_cell "edfxtp_1" \
    syn_area_sq_um 2870 \
    gr-usage-all-layers 0.100 \
    yosysTopAreaCell "edfxtp_1" \
    tritoncts "yes" \
    synth-edff-count 34 \
    power_mw 1.74 \
    syn_area_per_cell_sq_um 12.5 \
    antennaDiodeCount 0 \
    wl_per_cell_um 10.4 \
    outcome "finished clean" \
    fin_worst_skew_ns 0.0139 \
    fmax_ghz 0.378 \
    hpwl_mm 3.71 \
    finalSetupViolCount 0 \
    cts_root_buffer "clkbuf_8" \
    drtPass1Iterations 4 \
    yosysChipArea_sq_um 2870 \
    grt_start_max_net_pins 18 \
    synth_top_area_share 0.356 \
    post_cts_buffers 0 \
    slew-limit-headroom 0.572 \
    worst_slew_pin_slew_ns 0.640 \
    ys_seq_frac 0.505 \
    yosys_warnings 1 \
    critPathMaxFanout 5 \
    finalNonFillerCells 433 \
    grt_pass1_vias 1797 \
    drive_gt1_frac 0.197 \
    cts_buffers 5 \
    grt_setup_unrepaired "no" \
    critPathArrivalTime_ns 2.69 \
    finalCritPeriodShare 0.945 \
    ios 54 \
    std_cell_rows 35 \
    viasPerCell 4.27 \
    fp_util 0.310 \
    r2r_cells 7 \
    top_cells_by_count "edfxtp_1 (34), mux2_2 (25), ha_1 (23)" \
    fin_area_sq_um 3790 \
    grt_pass1_wl_mm 7.99 \
    dieWidth_um 99.7 \
    syn_to_final_growth_pct 32.4 \
    hp-class "in -> async" \
    gp_congestion 0.807 \
    cp-end-kind "register" \
    peakVddDrop_mv 0.205 \
    async_flop_share 0.333 \
    wl_mm 4.50 \
    core-area_sq_um 9240 \
    clkTransAtPathRegs_ns 0.09 \
    yosysCellCount 229 \
    synth-seq-cells 51 \
    drc 0 \
    cts_buffer_depth 2 \
    io_buffers 51 \
    fin_crit_ns 2.65 \
    drt-initial-drc-count 41 \
    leakagePower_nw 1.59 \
    crit_type "in -> reg" \
    most_common_cell "edfxtp_1" \
    hold_violations 0 \
    die_area_sq_um 9950 \
    log.warning_count 29 \
    final_max_slew_viol_count 0 \
    drtAntennaViolNets 0 \
    dp_cells 424 \
    h-tree-depth 2 \
    vias 1850 \
    synth.distinct_cells 40 \
    antenna_found_initial 0 \
    cap_violations 0 \
    grt_overflow 0 \
    die_h_um 99.7 \
]
-- power by group --
| part | internal, mW | switching, mW | leakage (nW) |
|---|---|---|---|
| combinational | 0.230 | 0.140 | 1.03 |
| sequential | 0.849 | 0.0164 | 0.506 |
| clock | 0.270 | 0.239 | 0.0591 |
| total | 1.35 | 0.395 | 1.59 |
-- final timing paths --
check	startpoint	endpoint	slack, ns
max	B[0]	quotient_mant[4]	0.15
min	rst	quotient[2]	0.46
max reg2reg	exp_diff[0]	norm_mant[2]	0.48
min reg2reg	valid	valid	0.47
max in group asynchronous	rst	quotient[5]	1.89
min in group clk0	valid	valid	0.47
-- cells in the final DEF (no fill, tap or decap), types with 3 or more instances in the layout --
| cell | count |
|---|---|
| dfrtp_1 | 17 |
| a21oi_1 | 8 |
| edfxtp_1 | 34 |
| xor2_1 | 5 |
| clkdlybuf4s50_1 | 51 |
| inv_1 | 22 |
| o21a_1 | 3 |
| o21ai_0 | 3 |
| xnor2_1 | 10 |
| and3_1 | 3 |
| buf_4 | 20 |
| mux2_2 | 25 |
| ha_1 | 23 |
| mux2i_1 | 11 |
| nand2_1 | 5 |
| a21o_1 | 4 |
| clkbuf_8 | 5 |
| nor2_1 | 20 |
-- registers in the layout, indices dropped and copies added (netlist names) --
signal         count
quotient_mant     11
quotient_exp       5
quotient_sign      1
valid              1
exp_diff           5
norm_mant         10
quotient          16
state              2
-- routing by layer --
| metal | part of all wire | GRT usage | up-vias |
|---|---|---|---|
| met1 | 0.50 | 0.152 | 836 |
| li1 | - | - | 962 |
| met2 | 0.45 | 0.165 | 48 |
| met3 | 0.040 | 0.0122 | 4 |
| met5 | 0 | 0 | - |
| met4 | 0.013 | 0.0136 | 0 |
-- layout make-up --
type | count | area [sq um]
Clock buffer | 5 | 68.8
Clock inverter | 3 | 45.0
Fill cell | 885 | 5450
Inverter | 22 | 82.6
Multi-Input combinational cell | 152 | 1330
Sequential cell | 51 | 1450
Tap cell | 129 | 161
Timing Repair Buffer | 71 | 661
-- cells by family (layout without fill, tap and decap cells) --
| family | Yosys count | count (layout) | synth area share |
|---|---|---|---|
| AND-OR/OR-AND | 28 | 28 | 0.0664 |
| XOR/XNOR | 15 | 15 | 0.0458 |
| adder cells (fa/ha/maj) | 25 | 25 | 0.114 |
| buffers and inverters | 28 | 101 | 0.0419 |
| flip-flops | 51 | 51 | 0.505 |
| multiplexers | 37 | 37 | 0.145 |
| other | 1 | 2 | 0.00131 |
| AND/OR/NAND/NOR | 44 | 45 | 0.0808 |
-- worst max-delay path, cell delays in order --
cell and delay, ns:
clkdlybuf4s50_1 0.46, ha_1 0.17, inv_1 0.06, fa_2 0.34
a211oi_2 0.25, nor3_1 0.09, o211a_1 0.25, nand3b_4 0.20
mux2_2 0.30
-- what timing repair did --
item,CTS,global route
endpoints found under the setup margin,0,9
gates resized,0,3
hold buffers,0,0
-- through the flow --
| stage | TNS [ns] | utilization | setup WS, ns | hold slack (ns) |
|---|---|---|---|---|
| 3_3_place_gp | -1.93 | 0.395 | -0.214 | 0.444 |
| 6_report | 0 | 0.411 | 0.155 | 0.464 |
| 4_1_cts | 0 | 0.408 | 0.0400 | 0.455 |
| 5_1_grt | 0 | 0.411 | 0.0188 | 0.455 |
| 2_1_floorplan | 0 | - | 0.286 | 0.264 |
| 3_5_place_dp | -2.57 | 0.395 | -0.287 | 0.452 |
Power figures rest on the tool's default switching activity, not on a simulated workload.
